===== design/flow/design.v =====
`timescale 1 ns / 1 ps
module at86rf215_tx #
(
    parameter integer TXD_WIDTH = 2,
    parameter integer FRACTIONAL_BITS = 13
)
(
    input logic aclk,
    input logic aresetn,
    input logic [4:0] mark_samp_rate,
    input logic [4:0] sync_bits,
    output logic [TXD_WIDTH - 1 : 0] txd,
    output logic underflow,
    output logic s00_axis_tready,
    input logic [31 : 0] s00_axis_tdata,
    input logic  s00_axis_tlast,
    input logic  s00_axis_tvalid
);
typedef enum logic {
    IDLE,            
    ACCEPT_SAMPLE    
} slave_fsm_t;
localparam integer C_S_AXIS_TDATA_WIDTH = 32/TXD_WIDTH;
localparam integer ZERO_PREAMBLE_LEN = 32/TXD_WIDTH;
logic SlaveReceiveReadiness;
slave_fsm_t mst_exec_state; 
always_comb begin
    s00_axis_tready = ((mst_exec_state == ACCEPT_SAMPLE));
    SlaveReceiveReadiness = s00_axis_tvalid && s00_axis_tready;
end
logic [1:0] word_cnt;
always_ff @(posedge aclk) begin  
    if (!aresetn) begin
        mst_exec_state <= IDLE;
    end  
    else begin
        if (mst_exec_state == IDLE) begin
            mst_exec_state <= word_cnt < 2 ? ACCEPT_SAMPLE : IDLE;
        end
        else if (mst_exec_state == ACCEPT_SAMPLE) begin
            mst_exec_state <= word_cnt > 1 ? IDLE : ACCEPT_SAMPLE;
        end
        else begin
            mst_exec_state <= mst_exec_state;
        end
    end
end
logic write_idx;
logic read_idx;
logic [$clog2(32*10) - 1 : 0] zero_pad;
logic [$clog2(ZERO_PREAMBLE_LEN*10 + ZERO_PREAMBLE_LEN) - 1 : 0] bit_cnt;
logic [31:0] words [1:0];
always_comb begin
    zero_pad = (mark_samp_rate[3:0] - 1) * ZERO_PREAMBLE_LEN;
end
always_ff @(posedge aclk) begin
    if(!aresetn) begin
        word_cnt <= 0;
        words[0] <= 0;
        words[1] <= 0;
        read_idx <= 0;
        write_idx <= 0;
    end
    else begin
        if(SlaveReceiveReadiness) begin
            words[write_idx] <= s00_axis_tdata;
            write_idx <= write_idx + 1;
            word_cnt <= word_cnt + 1;
        end
        else begin
            write_idx <= write_idx;
            words[write_idx] <= words[write_idx];
            word_cnt <= word_cnt;
        end
        if(bit_cnt == C_S_AXIS_TDATA_WIDTH + zero_pad - 1) begin
            word_cnt <= word_cnt == 0 ? word_cnt : word_cnt - 1;
            read_idx <= read_idx + 1;
        end
    end
end
logic init;
always_ff @(posedge aclk) begin
    if(!aresetn) begin
        init <= 1;
    end
    else begin
        if(init) begin
            init <= bit_cnt >= ZERO_PREAMBLE_LEN - 1 && word_cnt != 0 ? 0 : 1;
        end
        else begin
            init <= word_cnt == 0 ? 1 : 0;
        end
    end
end
logic mark_sync;
always_comb begin
    mark_sync = mark_samp_rate[4];
end
always_ff @(posedge aclk) begin
    if(!aresetn) begin
        underflow <= 0;
        bit_cnt <= 0;
    end
    else begin
        if(init) begin
            bit_cnt <= bit_cnt >= ZERO_PREAMBLE_LEN - 1 ? 0 : bit_cnt + 1;
        end
        else begin
            underflow <= word_cnt == 0 ? 1 : 0 ;
            if(word_cnt == 0) begin
                bit_cnt <= bit_cnt;
            end
            else begin
                bit_cnt <= bit_cnt == C_S_AXIS_TDATA_WIDTH + zero_pad - 1 ? 0 : bit_cnt + 1;
            end
        end
    end
end
logic [12:0] i_data, q_data;
logic [15:0] i_data_norm, q_data_norm;
logic [31:0] tx_word;
always_comb begin
    i_data_norm = words[1][31:16] << 15 - FRACTIONAL_BITS;
    q_data_norm = words[1][15:0] << 15 - FRACTIONAL_BITS;
    i_data = i_data_norm[15:3];
    q_data = q_data_norm[15:3];
end
always_comb begin
    tx_word = {sync_bits[3:2], i_data, mark_sync, sync_bits[1:0], q_data, sync_bits[4]};
end
logic [TXD_WIDTH - 1 : 0] data_rate_tx_idle;
logic [TXD_WIDTH - 1 : 0] data_rate_tx_send;
always_comb begin
    data_rate_tx_idle = 2'b00;
    data_rate_tx_send = {tx_word[31-2*bit_cnt], tx_word[31-2*bit_cnt -  1]};
end
logic [TXD_WIDTH - 1 : 0] inverted_data_rate_tx_idle;
logic [TXD_WIDTH - 1 : 0] inverted_data_rate_tx_send;
always_comb begin
    inverted_data_rate_tx_idle = data_rate_tx_idle;
    inverted_data_rate_tx_send = data_rate_tx_send;
end
always_ff @(posedge aclk) begin
    if(!aresetn) begin
        txd <= inverted_data_rate_tx_idle;
    end
    else begin
        if(init) begin
            txd <= inverted_data_rate_tx_idle;
        end
        else begin
            if(word_cnt == 0) begin
                txd <= inverted_data_rate_tx_idle;
            end
            else begin
                txd <= bit_cnt < C_S_AXIS_TDATA_WIDTH ? inverted_data_rate_tx_send : inverted_data_rate_tx_idle;
            end
        end
    end
end
endmodule

===== design/flow/run.sh =====
#!/bin/bash
# OpenROAD 26Q1-2900-gdf79404cd8, Yosys 0.63+post, stock flow scripts
make -C /OpenROAD-flow-scripts/flow DESIGN_CONFIG=/design/flow/config.mk WORK_HOME=/design/flow/orfs finish

===== design/flow/constraint.sdc =====
current_design at86rf215_tx

set clk_period 4.3
set clk_io_pct 0.2

create_clock -name clk0 -period $clk_period [get_ports {aclk}]

set non_clock_inputs [all_inputs -no_clocks]
set_input_delay [expr $clk_period * $clk_io_pct] -clock clk0 $non_clock_inputs
set_output_delay [expr $clk_period * $clk_io_pct] -clock clk0 [all_outputs]

===== design/flow/config.mk =====
export PLATFORM = sky130hd
export DESIGN_NAME = at86rf215_tx
export DESIGN_NICKNAME = at86rf215_tx
export VERILOG_FILES = /design/flow/design.v
export SDC_FILE = /design/flow/constraint.sdc
export NUM_CORES = 4
export LEC_CHECK = 1
export CORE_UTILIZATION = 40

==> commit_impl_results.txt <==
Refresh implementation metrics

- The number of setup buffers added after CTS is 0.
* Power density relative to cell area: ~310 nW/um2
- Looking at the clock tree report, the root buffer type is clkbuf_8.
* Final count of pins violating max slew: 0
* Number of hold buffers added after cts: 0
* Yosys stat chip area: between 2000 and 2500 um2
* Number of standard cells reported by yosys: roughly 190
* Number of endpoints with negative hold slack in the final report: 0
- Largest fanout of any net on the critical path: 7
- Leakage power summed over all cells: 1.01 nW
* Combined area of all synthesized cells: approximately 2200 um2
- GR Util All Layers: 0.154
- Setup repair after global routing left no endpoint under its margin.
* Area fraction in compound gates after synthesis: 0.0690
* Worst slack after detailed placement: between 1 and 1.5 ns
* Clock latency reported for the late side of the worst-skew pair: just under 0.3 ns
- Note, the detailed placer reported a final HPWL of around 2.7 mm.
* H-tree levels: 2
- Counting flops with a built-in enable in the synthesized netlist gives 26.
- Deepest clock path buffer count: 2
- By startpoint and endpoint, the worst setup path is classified as in2reg.
- Measured along the y axis, the die boundary spans between 70 and 80 um.
- Dominant non-sequential cell family after synthesis: simple AND/OR/NAND/NOR gates
* Clock-pin slew reported for the worst setup and hold paths after clock tree synthesis: 0.07 ns
- For the worst flop-to-flop path, the logic depth is 6.
- Routed length on met2: between 1.5 and 2 mm
* End point of the worst hold path: mst_exec_state$_SDFF_PN0_
* Count of maximum capacitance violations: 0
* Worst R2R End: bit_cnt[3]$_SDFFE_PN0P_
- The first global-routing pass estimated between 6 and 7 mm of wire.
* Initial antenna violation count: 0
* Total wirelength of the detailed-routed design: around 3.8 mm
- The cell-mix breakdown from Yosys lists the adder-cell area share as 0.0348.
- VDD IR-drop max: approximately 0.00016 V
- Most frequent cells in the layout: 42 x clkdlybuf4s50_1, 26 x and2_1, 26 x edfxtp_1
* Most common cell after layout, fill and taps aside: clkdlybuf4s50_1
- In the floorplan report the effective utilization is 0.420.
- After clock tree synthesis, the repair step resized 0 gates.
- Highest clock rate: ~380 MHz
* Top area contributor share: 0.362
- After floorplanning, the die was sized to cover 5690 um2.
- Routed wl met3: about 200 um
- Pin count of the biggest net entering global routing: 27
- Cycle use final: 0.611
- Synthesis produced between 150 and 200 cells.
* Horizontal extent of the die: ~75 um
* Overflow after GRT: 0
- Total negative setup slack: 0 ns
- TritonCTS clock tree: done
- The most used flip-flop cell after synthesis is edfxtp_1.
- From synthesis to final layout, the design area changed by 26.8%.
* Worst rel slew slack: 0.544
* Sequential element share of the synthesized area: 0.510
* Input/output buffers: around 42
- Counting the fill cells in the layout gives roughly 470.
* Final setup violation count: 0
* Total power: around 0.00085 W
* Share of cells above drive strength 1: 0.0841
- Per the post-synthesis stats, the area per cell is roughly 12 um2.
- Drc violations: 0
* Data required time at the worst endpoint: around 4.5 ns
- Skew final: around 0.0056 ns
* Status: finished clean
* Final WS setup: 1.67 ns
- Number of unique standard cell types used by synthesis: 39
- Before antenna repair, the detailed router went through 4 iterations.
- Top metal layer carrying routed signals: met4
- Number of violations reported at the end of detailed-routing iteration 0: approximately 53
- After synthesis, the share of flip-flops with an asynchronous set or reset is 0.
- For reference, the placement row count at floorplan is 26.
- Synth Area in XOR/XNOR: 0.0325
- CP Capture Type: flop
* Setup slack of the most critical reg-to-reg path: approximately 2.0 ns
- Per the synth log, the flip-flop and latch total comes to about 42.
* Count of inserted antenna diode cells: 0
* Simple-gate share of the synthesized area: 0.206
* Number of instances on the worst hold path: 1
- Summed over all instances, the cell type with the most area after synthesis is edfxtp_1.
* Number of vias per cell: 5.06
- The type recorded for the worst min-delay path is reg2reg.
- Number of global-route vias before repair: about 1,500
- Number of ports placed on the die boundary: 50
- Clock tree synthesis inserted a total of 5 buffers.
* Number of nets with antenna violations after detailed routing: 0
- Final critical delay including setup and external delays: around 2.6 ns
- Per the detail_route report, routed wire per instance is about 13 um.
* Final RePlAce weighted congestion: roughly 0.8
* Number of warnings reported in the yosys synthesis log: 1
- The final route contains ~1,500 vias.
- Wl on met1: around 1.7 mm
* Sinks on the clock net: ~42
- In this run the critical register-to-register path is launched from bit_cnt[0]$_SDFFE_PN0P_.
- Core region area: approximately 5000 um2
- The startpoint identified for the worst hold timing path is word_cnt[1]$_SDFFE_PN0P_.
* Arrival time reported for the critical path endpoint: approximately 2.8 ns
- Worst setup SP type: input pin
- Largest cells by area after synthesis: edfxtp_1 36%, dfxtp_1 15%, and2_1 7.5%, mux4_2 6.3%, mux4_1 3.7%
- Of the post-synthesis cell area, the part taken by muxes is 0.109.
- Tool Warnings: 34
- Worst-Margin Slew: between 0.6 and 0.7 ns
-- stage by stage --
stage | util | hold WS (ns) | instance area [um2] | instances
final | 0.532 | 0.499 | 2740 | 296
after CTS | 0.532 | 0.489 | 2740 | 296
after global routing | 0.532 | 0.543 | 2740 | 296
after detailed placement | 0.511 | 0.470 | 2630 | 288
after global placement | 0.511 | 0.464 | 2630 | 288
after floorplan | - | 0.433 | 2160 | 185
-- cell families after synthesis --
group / after synthesis
AND/OR/NAND/NOR: 78
flip-flops: 42
AND-OR/OR-AND: 21
buffers and inverters: 19
multiplexers: 11
XOR/XNOR: 8
adder cells (fa/ha/maj): 6
-- worst max-delay path: stages --
cell	delay, ns
clkdlybuf4s50_1	0.52
inv_1	0.07
ha_1	0.23
o21ba_1	0.19
a22oi_2	0.21
nand4_2	0.22
or4_1	0.44
o211ai_1	0.10
-- cells in the mapped netlist, types with 2 or more instances --
library cell	instances
and2_1	26
edfxtp_1	26
dfxtp_1	16
nand2_1	11
nand3_1	9
clkbuf_1	8
inv_1	8
nor2_1	8
a21oi_1	7
nor3_1	7
ha_1	6
mux4_2	6
nand4_1	5
xnor2_1	4
xor2_1	4
mux4_1	3
a211oi_1	2
a31oi_1	2
a32oi_1	2
buf_2	2
nand3b_1	2
nand4b_1	2
nor2b_1	2
o21ai_0	2
-- layer usage --
metal,GRT usage,vias to the layer above
met5,0,-
met2,0.248,36
met4,0.0288,0
met1,0.227,696
met3,0.0429,6
li1,-,759
-- registers in the layout, summed over array words and instances (netlist names) --
| register | cells |
|---|---|
| underflow | 1 |
| words | 26 |
| mst_exec_state | 1 |
| word_cnt | 2 |
| bit_cnt | 8 |
| init | 1 |
| txd | 2 |
| write_idx | 1 |
-- final cells by class --
class	instances	area, um2	share of cell area
Sequential cell	42	1100	0.403
Multi-Input combinational cell	124	975	0.356
Timing Repair Buffer	44	435	0.159
Tap cell	70	87.6	0.0320
Clock buffer	7	76.3	0.0279
Clock inverter	1	30.0	0.0110
Inverter	8	30.0	0.0110
-- worst max-delay path by stage --
stage / from / to / slack [ns] / cells past startpoint
after CTS: mark_samp_rate[0] / word_cnt[0]$_SDFFE_PN0P_ / 1.67 / 8
after global routing: mark_samp_rate[0] / word_cnt[0]$_SDFFE_PN0P_ / 1.57 / 8
final: mark_samp_rate[0] / word_cnt[0]$_SDFFE_PN0P_ / 1.67 / 8
-- report_power, final --
group,total [W],switching (W),internal [W]
Sequential,0.000459,0.0000151,0.000444
Clock,0.000297,0.000123,0.000174
Combinational,0.0000939,0.0000317,0.0000622
Power and IR drop assume default switching activity.
