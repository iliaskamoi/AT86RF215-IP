==> design/flow/design.v <==
`timescale 1 ns / 1 ps
	module at86rf215_tx_v3_0 #
	(
		parameter integer C_S00_AXIS_TDATA_WIDTH	= 32,
		parameter integer C_M00_AXIS_TDATA_WIDTH	= 32,
		parameter integer C_M00_AXIS_START_COUNT	= 32
	)
	(
		input wire  s00_axis_aclk,
		input wire  s00_axis_aresetn,
		output wire  s00_axis_tready,
		input wire [C_S00_AXIS_TDATA_WIDTH-1 : 0] s00_axis_tdata,
		input wire [(C_S00_AXIS_TDATA_WIDTH/8)-1 : 0] s00_axis_tstrb,
		input wire  s00_axis_tlast,
		input wire  s00_axis_tvalid,
		input wire  m00_axis_aclk,
		input wire  m00_axis_aresetn,
		output wire  m00_axis_tvalid,
		output wire [C_M00_AXIS_TDATA_WIDTH-1 : 0] m00_axis_tdata,
		output wire [(C_M00_AXIS_TDATA_WIDTH/8)-1 : 0] m00_axis_tstrb,
		output wire  m00_axis_tlast,
		input wire  m00_axis_tready
	);
	at86rf215_tx_v3_0_S00_AXIS # ( 
		.C_S_AXIS_TDATA_WIDTH(C_S00_AXIS_TDATA_WIDTH)
	) at86rf215_tx_v3_0_S00_AXIS_inst (
		.S_AXIS_ACLK(s00_axis_aclk),
		.S_AXIS_ARESETN(s00_axis_aresetn),
		.S_AXIS_TREADY(s00_axis_tready),
		.S_AXIS_TDATA(s00_axis_tdata),
		.S_AXIS_TSTRB(s00_axis_tstrb),
		.S_AXIS_TLAST(s00_axis_tlast),
		.S_AXIS_TVALID(s00_axis_tvalid)
	);
	at86rf215_tx_v3_0_M00_AXIS # ( 
		.C_M_AXIS_TDATA_WIDTH(C_M00_AXIS_TDATA_WIDTH),
		.C_M_START_COUNT(C_M00_AXIS_START_COUNT)
	) at86rf215_tx_v3_0_M00_AXIS_inst (
		.M_AXIS_ACLK(m00_axis_aclk),
		.M_AXIS_ARESETN(m00_axis_aresetn),
		.M_AXIS_TVALID(m00_axis_tvalid),
		.M_AXIS_TDATA(m00_axis_tdata),
		.M_AXIS_TSTRB(m00_axis_tstrb),
		.M_AXIS_TLAST(m00_axis_tlast),
		.M_AXIS_TREADY(m00_axis_tready)
	);
	endmodule
`timescale 1 ns / 1 ps
	module at86rf215_tx_v3_0_M00_AXIS #
	(
		parameter integer C_M_AXIS_TDATA_WIDTH	= 32,
		parameter integer C_M_START_COUNT	= 32
	)
	(
		input wire  M_AXIS_ACLK,
		input wire  M_AXIS_ARESETN,
		output wire  M_AXIS_TVALID,
		output wire [C_M_AXIS_TDATA_WIDTH-1 : 0] M_AXIS_TDATA,
		output wire [(C_M_AXIS_TDATA_WIDTH/8)-1 : 0] M_AXIS_TSTRB,
		output wire  M_AXIS_TLAST,
		input wire  M_AXIS_TREADY
	);
	localparam NUMBER_OF_OUTPUT_WORDS = 8;                                               
	function integer clogb2 (input integer bit_depth);                                   
	  begin                                                                              
	    for(clogb2=0; bit_depth>0; clogb2=clogb2+1)                                      
	      bit_depth = bit_depth >> 1;                                                    
	  end                                                                                
	endfunction                                                                          
	localparam integer WAIT_COUNT_BITS = clogb2(C_M_START_COUNT-1);                      
	localparam bit_num  = clogb2(NUMBER_OF_OUTPUT_WORDS);                                
	parameter [1:0] IDLE = 2'b00,         
	                INIT_COUNTER  = 2'b01,  
	                SEND_STREAM   = 2'b10;  
	reg [1:0] mst_exec_state;                                                            
	reg [bit_num-1:0] read_pointer;                                                      
	reg [WAIT_COUNT_BITS-1 : 0] 	count;
	wire  	axis_tvalid;
	reg  	axis_tvalid_delay;
	wire  	axis_tlast;
	reg  	axis_tlast_delay;
	reg [C_M_AXIS_TDATA_WIDTH-1 : 0] 	stream_data_out;
	wire  	tx_en;
	reg  	tx_done;
	assign M_AXIS_TVALID	= axis_tvalid_delay;
	assign M_AXIS_TDATA	= stream_data_out;
	assign M_AXIS_TLAST	= axis_tlast_delay;
	assign M_AXIS_TSTRB	= {(C_M_AXIS_TDATA_WIDTH/8){1'b1}};
	always @(posedge M_AXIS_ACLK)                                             
	begin                                                                     
	  if (!M_AXIS_ARESETN)                                                    
	    begin                                                                 
	      mst_exec_state <= IDLE;                                             
	      count    <= 0;                                                      
	    end                                                                   
	  else                                                                    
	    case (mst_exec_state)                                                 
	      IDLE:                                                               
	            mst_exec_state  <= INIT_COUNTER;                              
	      INIT_COUNTER:                                                       
	        if ( count == C_M_START_COUNT - 1 )                               
	          begin                                                           
	            mst_exec_state  <= SEND_STREAM;                               
	          end                                                             
	        else                                                              
	          begin                                                           
	            count <= count + 1;                                           
	            mst_exec_state  <= INIT_COUNTER;                              
	          end                                                             
	      SEND_STREAM:                                                        
	        if (tx_done)                                                      
	          begin                                                           
	            mst_exec_state <= IDLE;                                       
	          end                                                             
	        else                                                              
	          begin                                                           
	            mst_exec_state <= SEND_STREAM;                                
	          end                                                             
	    endcase                                                               
	end                                                                       
	assign axis_tvalid = ((mst_exec_state == SEND_STREAM) && (read_pointer < NUMBER_OF_OUTPUT_WORDS));
	assign axis_tlast = (read_pointer == NUMBER_OF_OUTPUT_WORDS-1);                                
	always @(posedge M_AXIS_ACLK)                                                                  
	begin                                                                                          
	  if (!M_AXIS_ARESETN)                                                                         
	    begin                                                                                      
	      axis_tvalid_delay <= 1'b0;                                                               
	      axis_tlast_delay <= 1'b0;                                                                
	    end                                                                                        
	  else                                                                                         
	    begin                                                                                      
	      axis_tvalid_delay <= axis_tvalid;                                                        
	      axis_tlast_delay <= axis_tlast;                                                          
	    end                                                                                        
	end                                                                                            
	always@(posedge M_AXIS_ACLK)                                               
	begin                                                                            
	  if(!M_AXIS_ARESETN)                                                            
	    begin                                                                        
	      read_pointer <= 0;                                                         
	      tx_done <= 1'b0;                                                           
	    end                                                                          
	  else                                                                           
	    if (read_pointer <= NUMBER_OF_OUTPUT_WORDS-1)                                
	      begin                                                                      
	        if (tx_en)                                                               
	          begin                                                                  
	            read_pointer <= read_pointer + 1;                                    
	            tx_done <= 1'b0;                                                     
	          end                                                                    
	      end                                                                        
	    else if (read_pointer == NUMBER_OF_OUTPUT_WORDS)                             
	      begin                                                                      
	        tx_done <= 1'b1;                                                         
	      end                                                                        
	end                                                                              
	assign tx_en = M_AXIS_TREADY && axis_tvalid;   
	    always @( posedge M_AXIS_ACLK )                  
	    begin                                            
	      if(!M_AXIS_ARESETN)                            
	        begin                                        
	          stream_data_out <= 1;                      
	        end                                          
	      else if (tx_en) 
	        begin                                        
	          stream_data_out <= read_pointer + 32'b1;   
	        end                                          
	    end                                              
	endmodule
`timescale 1 ns / 1 ps
	module at86rf215_tx_v3_0_S00_AXIS #
	(
		parameter integer C_S_AXIS_TDATA_WIDTH	= 32
	)
	(
		input wire  S_AXIS_ACLK,
		input wire  S_AXIS_ARESETN,
		output wire  S_AXIS_TREADY,
		input wire [C_S_AXIS_TDATA_WIDTH-1 : 0] S_AXIS_TDATA,
		input wire [(C_S_AXIS_TDATA_WIDTH/8)-1 : 0] S_AXIS_TSTRB,
		input wire  S_AXIS_TLAST,
		input wire  S_AXIS_TVALID
	);
	function integer clogb2 (input integer bit_depth);
	  begin
	    for(clogb2=0; bit_depth>0; clogb2=clogb2+1)
	      bit_depth = bit_depth >> 1;
	  end
	endfunction
	localparam NUMBER_OF_INPUT_WORDS  = 8;
	localparam bit_num  = clogb2(NUMBER_OF_INPUT_WORDS-1);
	parameter [1:0] IDLE = 1'b0,         
	                WRITE_FIFO  = 1'b1;  
	wire  	axis_tready;
	reg mst_exec_state;  
	genvar byte_index;     
	wire fifo_wren;
	reg fifo_full_flag;
	reg [bit_num-1:0] write_pointer;
	  reg writes_done;
	assign S_AXIS_TREADY	= axis_tready;
	always @(posedge S_AXIS_ACLK) 
	begin  
	  if (!S_AXIS_ARESETN) 
	    begin
	      mst_exec_state <= IDLE;
	    end  
	  else
	    case (mst_exec_state)
	      IDLE: 
	          if (S_AXIS_TVALID)
	            begin
	              mst_exec_state <= WRITE_FIFO;
	            end
	          else
	            begin
	              mst_exec_state <= IDLE;
	            end
	      WRITE_FIFO: 
	        if (writes_done)
	          begin
	            mst_exec_state <= IDLE;
	          end
	        else
	          begin
	            mst_exec_state <= WRITE_FIFO;
	          end
	    endcase
	end
	assign axis_tready = ((mst_exec_state == WRITE_FIFO) && (write_pointer <= NUMBER_OF_INPUT_WORDS-1));
	always@(posedge S_AXIS_ACLK)
	begin
	  if(!S_AXIS_ARESETN)
	    begin
	      write_pointer <= 0;
	      writes_done <= 1'b0;
	    end  
	  else
	    if (write_pointer <= NUMBER_OF_INPUT_WORDS-1)
	      begin
	        if (fifo_wren)
	          begin
	            write_pointer <= write_pointer + 1;
	            writes_done <= 1'b0;
	          end
	          if ((write_pointer == NUMBER_OF_INPUT_WORDS-1)|| S_AXIS_TLAST)
	            begin
	              writes_done <= 1'b1;
	            end
	      end  
	end
	assign fifo_wren = S_AXIS_TVALID && axis_tready;
	generate 
	  for(byte_index=0; byte_index<= (C_S_AXIS_TDATA_WIDTH/8-1); byte_index=byte_index+1)
	  begin:FIFO_GEN
	    reg  [(C_S_AXIS_TDATA_WIDTH/4)-1:0] stream_data_fifo [0 : NUMBER_OF_INPUT_WORDS-1];
	    always @( posedge S_AXIS_ACLK )
	    begin
	      if (fifo_wren) 
	        begin
	          stream_data_fifo[write_pointer] <= S_AXIS_TDATA[(byte_index*8+7) -: 8];
	        end  
	    end  
	  end		
	endgenerate
	endmodule
==> design/flow/run.sh <==
#!/bin/bash
# OpenROAD 26Q1-2900-gdf79404cd8, Yosys 0.63+post, stock flow scripts
make -C /OpenROAD-flow-scripts/flow DESIGN_CONFIG=/design/flow/config.mk WORK_HOME=/design/flow/orfs finish
==> design/flow/config.mk <==
export PLATFORM = sky130hd
export DESIGN_NAME = at86rf215_tx_v3_0
export DESIGN_NICKNAME = at86rf215_tx_v3_0
export VERILOG_FILES = /design/flow/design.v
export SDC_FILE = /design/flow/constraint.sdc
export NUM_CORES = 4
export LEC_CHECK = 1
export CORE_AREA = 10 10 104 104
export DIE_AREA = 0 0 114 114
==> design/flow/constraint.sdc <==
current_design at86rf215_tx_v3_0

set clk_period 2.2
set clk_io_pct 0.2

create_clock -name clk0 -period $clk_period [get_ports {m00_axis_aclk}]
create_clock -name clk1 -period $clk_period [get_ports {s00_axis_aclk}]

set non_clock_inputs [all_inputs -no_clocks]
set_input_delay [expr $clk_period * $clk_io_pct] -clock clk0 $non_clock_inputs
set_output_delay [expr $clk_period * $clk_io_pct] -clock clk0 [all_outputs]
==> results.ini <==
[yosys]
yosys_warnings=2
synth.yosys.num_cells=140
topCellsByArea=dfxtp_1, buf_4, ha_1, nand2_1, mux2i_1
yosysChipArea_um2=1290
top_area_cell=dfxtp_1
post_synth_inst_count=140
fraction_of_post_synthesis_cell_area_in_the_top_cell_type_by_area_pct=38.8
ys.flops=25
ff_type=dfxtp_1
synth-async-reset-ratio_pct=0
post_synth_and_or_nand_nor_area_fraction_pct=18.5
synth_compound_gate_area_share_pct=7.86
fa_ha_area_share_pct=5.82
synth.comb.largest_family=buffers and inverters
synth.cell_area_um2=1290
yosys.cell_count.top_type=buf_4
number_of_flops_mapped_to_enable_cells_by_yosys=0
synthDistinctLibCells=33
synthXorXnorAreaFrac_pct=2.04
postSynthAreaPerCell_um2=9.21
seq_area_frac_synth_pct=38.8
mux_area_share_pct=4.66
ys_top_cells_by_count=buf_4, dfxtp_1, nand2_1

[route]
drt-met1-wl_um=1080
first_pass_iters=4
wire_length_on_met3_um=120
post_drt_wl_per_cell_um=8.31
postRouteWirelength_um=2170
ant_nets=0
drc=0
topRoutingLayerUsed=met4
wl_met2_um=960
insertedDiodeCount=0
routed-via-count=811
drt_iter0_markers=22
post_drt_via_cell_ratio=3.11

[power_and_ir_drop]
power.combinational.fraction_pct=4.9
finalPower_mw=0.963
swShare_pct=19.7
power_switching_mw=0.190
ir_worst_vdd_mv=0.245
int_pwr_mw=0.773
leakagePower_nw=0.637
power_density_nw_per_um2=641
power.share.clock_pct=46.1
seq_power_share_pct=49.0

[setup_path]
critical_path.max_fanout=4
crit_chain=ha_2, ha_1, nand4b_1, and2_1, clkdlybuf4s50_1
worst-setup-path-type=flip-flop to primary output
data_required_time_at_the_worst_endpoint_ns=1.76
timing.critical_path.arrival_ns=1.67
worst-r2r-setup-slack_ns=0.48
start_kind=flip-flop
reg2reg_depth=6
crit_path_top_delay_cell=clkdlybuf4s50_1
crit_path_end_kind=primary output
worst_path_largest_cell_delay_ns=0.40
r2r-start=at86rf215_tx_v3_0_M00_AXIS_inst.count[0]

[cts]
post-cts-setup-buffer-count=0
quantity_of_hold_fixing_buffers_added_after_cts=0
post_cts_resized=0
tritoncts=built
cts.reportedPaths.clkPinSlew_ns=0.07
clock_sink_count=25

[hold_path]
hold_path_class=flip-flop to flip-flop
hold_path_startpoint=at86rf215_tx_v3_0_M00_AXIS_inst.mst_exec_state[0]
timing.hold.worst_path_depth=1

[sta]
worst_slew_margin_rel_pct=58.1
clock-skew-final_ns=0.00570
maxSlewViolCount=0
finalSetupViolations=0
timing.final.hold_violations=0
max_slew.worst_pin.slew_ns=0.626
totalNegativeSetupSlack_ns=0
grt_setup_unrepaired=no

[cells_and_area]
fraction_of_final_layout_cells_with_drive_strength_greater_than_1_pct=5.88
finalInstanceArea_um2=1500
syn2layout_area_growth_pct=16.5
layout.core_utilization_pct=17.3
fillerInstances=972

[global_route]
grt_max_degree=22
globalRouteOverflowTotal=0
grt_pass1_vias=851
grt_first_pass_wirelength_um=3620
groute.usage.overall_pct=3.20
grt_antenna_before_repair=0

[place]
routabilityCongestion=0.757
numPortBuffers=13
place.detailed.hpwl_um=1660
post_dp_cell_area_um2=1400

[run]
log.warning_count=63
drv.max_cap_violation_count=0

[die]
die_w_um=114
rows=34
boundaryPins=82
initial_utilization_pct=14.9
chipArea_um2=13000
die_h_um=114
core_area_um2=8680

[run_status]
result_of_the_run=complete, no violations

-- metal layers --
metal / global-route usage [%] / up-vias
li1: - / 422
met1: 4.07 / 360
met2: 5.16 / 27
met3: 1.12 / 2
met4: 0.585 / 0
met5: 0 / -
-- per-stage QoR --
step,instances,worst slack (ns),hold WS [ns]
floorplan,169,0.714,0.417
global placement,253,0.276,0.425
detailed placement,253,0.266,0.432
CTS,261,0.0272,0.450
global route,261,0.0125,0.473
finish,261,0.0919,0.448
-- cell usage in the layout, fill, tap and decap left out --
| cell type | instances |
|---|---|
| and2_1 | 6 |
| nand3b_1 | 2 |
| ha_1 | 5 |
| clkbuf_8 | 7 |
| conb_1 | 31 |
| ha_2 | 1 |
| a22oi_1 | 1 |
| nand2_1 | 17 |
| dfxtp_2 | 1 |
| mux2i_1 | 6 |
| dfxtp_1 | 24 |
| o22ai_1 | 1 |
| o211a_1 | 1 |
| xor2_1 | 1 |
| nand3_1 | 2 |
| and3_1 | 3 |
| clkdlybuf4s50_1 | 13 |
| o21ai_1 | 2 |
| o21a_1 | 4 |
| nand2b_1 | 1 |
| nand4b_1 | 2 |
| inv_1 | 4 |
| o211ai_1 | 1 |
| a21boi_0 | 3 |
| nor2b_1 | 4 |
| nor3b_1 | 1 |
| nor2_1 | 1 |
| and4b_1 | 1 |
| a21boi_1 | 1 |
| nand4_1 | 1 |
| clkbuf_1 | 1 |
| xnor2_1 | 2 |
| and3b_1 | 2 |
-- worst max-delay path: cells and delay by family (launching register included) --
family | cells | cell delay [ns]
DFF | 1 | 0.32
and+or+nand+nor | 2 | 0.37
adders and majority gates | 2 | 0.35
buffers and inverters | 1 | 0.40
-- logic make-up (layout without fill, tap and decap cells) --
group	count (synthesis)	count (layout)
xor+xnor	3	3
simple gates	43	43
fa+ha+maj	6	6
buf+inv	41	25
other cells	2	31
mux	6	6
compound gates	14	14
flops	25	25
-- registers in the layout (all words and copies together) (netlist names) --
name and count:
at86rf215_tx_v3_0_M00_AXIS_inst.count 5, at86rf215_tx_v3_0_M00_AXIS_inst.stream_data_out 5, at86rf215_tx_v3_0_M00_AXIS_inst.read_pointer 4, at86rf215_tx_v3_0_M00_AXIS_inst.mst_exec_state 3, at86rf215_tx_v3_0_S00_AXIS_inst.write_pointer 3, at86rf215_tx_v3_0_M00_AXIS_inst.axis_tlast_delay 1, at86rf215_tx_v3_0_M00_AXIS_inst.axis_tvalid_delay 1, at86rf215_tx_v3_0_M00_AXIS_inst.tx_done 1
at86rf215_tx_v3_0_S00_AXIS_inst.mst_exec_state 1, at86rf215_tx_v3_0_S00_AXIS_inst.writes_done 1
-- power by group through the flow --
stage | sequential [mW] | clock (mW) | combinational, mW
after CTS | 0.472 | 0.456 | 0.0503
after global routing | 0.473 | 0.485 | 0.0564
final | 0.472 | 0.444 | 0.0477
-- final cells by class --
type | count | area [um2] | share of cell area [%]
multi-input combinational | 103 | 621 | 41.3
sequential | 25 | 502 | 33.4
tap | 108 | 135 | 8.99
timing repair buffer | 13 | 130 | 8.66
clock buffer | 8 | 100 | 6.66
inverter | 4 | 15.0 | 0.999
-- worst paths after layout --
path / endpoint
worst max-delay path: s00_axis_tready
worst min-delay path: at86rf215_tx_v3_0_M00_AXIS_inst.mst_exec_state[2]
worst max register to register: at86rf215_tx_v3_0_M00_AXIS_inst.count[3]
worst min register to register: at86rf215_tx_v3_0_M00_AXIS_inst.mst_exec_state[2]
max in group clk1: flip-flop
min in group clk1: at86rf215_tx_v3_0_S00_AXIS_inst.writes_done
Power figures rest on the tool's default switching activity, not on a simulated workload.
